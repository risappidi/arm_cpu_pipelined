## design/flow/design.v

```verilog
`timescale 1ps/1ps
module threeToEightDecoder(enable, in_bits, out_bits);
	input logic [2:0] in_bits;
	output logic [7:0] out_bits;
	input logic enable;
	logic NotA0, NotA1, NotA2;
	not #50 NotA0Gate(NotA0, in_bits[0]);
	not #50 NotA1Gate(NotA1, in_bits[1]);
	not #50 NotA2Gate(NotA2, in_bits[2]);
	and #50 D0 (out_bits[0], NotA0, NotA1, NotA2, enable);
	and #50 D1 (out_bits[1], in_bits[0], NotA1, NotA2, enable);
	and #50 D2 (out_bits[2], NotA0, in_bits[1], NotA2, enable);
	and #50 D3 (out_bits[3], in_bits[0], in_bits[1], NotA2, enable);
	and #50 D4 (out_bits[4], NotA0, NotA1, in_bits[2], enable);
	and #50 D5 (out_bits[5], in_bits[0], NotA1, in_bits[2], enable);
	and #50 D6 (out_bits[6], NotA0, in_bits[1], in_bits[2], enable);
	and #50 D7 (out_bits[7], in_bits[0], in_bits[1], in_bits[2], enable);
endmodule
module twoToFourDecoder(in_bits, out_bits);
	input logic [1:0] in_bits;
	output logic [3:0] out_bits;
	logic NotA0, NotA1;
	not #50 NotA0Gate(NotA0, in_bits[0]);
	not #50 NotA1Gate(NotA1, in_bits[1]);
	and #50 D0 (out_bits[0], NotA0, NotA1);
	and #50 D1 (out_bits[1], in_bits[0], NotA1);
	and #50 D2 (out_bits[2], NotA0, in_bits[1]);
	and #50 D3 (out_bits[3], in_bits[0], in_bits[1]);
endmodule
module decoder (reg_write, reg_in, reg_out);
	input logic reg_write;
	input logic [4:0] reg_in;
	output logic [31:0] reg_out;
	logic [3:0] enable, final_enable;
	twoToFourDecoder decoderSelector(reg_in[4:3], enable);
	and #50 write1(final_enable[0], enable[0], reg_write);
	and #50 write2(final_enable[1], enable[1], reg_write);
	and #50 write3(final_enable[2], enable[2], reg_write);
	and #50 write4(final_enable[3], enable[3], reg_write);
	threeToEightDecoder firstEight(final_enable[0], reg_in[2:0], reg_out[7:0]);
	threeToEightDecoder secondEight(final_enable[1], reg_in[2:0], reg_out[15:8]);
	threeToEightDecoder thirdEight(final_enable[2], reg_in[2:0], reg_out[23:16]);
	threeToEightDecoder fourthEight(final_enable[3], reg_in[2:0], reg_out[31:24]);
endmodule
```

## design/flow/run.sh

```bash
#!/bin/bash
# OpenROAD 26Q1-2900-gdf79404cd8, Yosys 0.63+post, stock flow scripts
make -C /OpenROAD-flow-scripts/flow DESIGN_CONFIG=/design/flow/config.mk WORK_HOME=/design/flow/orfs finish
```

## design/flow/constraint.sdc

```tcl
current_design decoder

set clk_period 1.1
set clk_io_pct 0.2

create_clock -name clk0 -period $clk_period

set non_clock_inputs [all_inputs -no_clocks]
set_input_delay [expr $clk_period * $clk_io_pct] -clock clk0 $non_clock_inputs
set_output_delay [expr $clk_period * $clk_io_pct] -clock clk0 [all_outputs]
```

## design/flow/config.mk

```make
export PLATFORM = sky130hd
export DESIGN_NAME = decoder
export DESIGN_NICKNAME = decoder
export VERILOG_FILES = /design/flow/design.v
export SDC_FILE = /design/flow/constraint.sdc
export NUM_CORES = 4
export LEC_CHECK = 1
export CORE_AREA = 10 10 70 70
export DIE_AREA = 0 0 80 80
```

==> notes.md <==
Quick summary of the implementation run below.

Along the worst path, the maximum fanout reaches 3. The critical path goes through buf_6 -> or4b_4 -> buf_6 -> nor2_4 -> buf_2. Sorting the synthesized cells by area gives the leading types as nor2_1 (52%), nand4bb_1 (15%), nand4b_1 (11%). The horizontal die dimension reported for this design is 80 um.

The global placer's final weighted congestion came out at 0.782. The checks that failed: setup timing. The fmax is 707 MHz. The number of vias per cell after detailed routing came out at 3.63. The worst-margin pin slew is 0.264 ns. The total grt overflow is 0. The path class of the tightest hold or removal check is in -> out. The number of max-cap violations came out at 0.

Looking at the critical path, the single cell with the biggest stage delay is or4b_4. The number of warnings the tools reported came out at 34. The startpoint identified for the worst hold timing path is reg_in[0].

Setup repair after global routing could not meet its margin everywhere. The count of TritonRoute iterations in the first routing pass came out at 3. The largest total area in the synthesized netlist belongs to nor2_1. The finished layout holds 158 standard cells, fillers aside. The sum of routed wire length over all layers is 2020 um. In the routed design, unresolved DRC markers number 0.

The average routed wire per standard cell is 12.8 um. The y dimension of the die came out at 80 um. In this run the standard cell core region covers 3420 um2.

The analysis reports a worst IR drop on VDD of 0.0561 mV. The instance tally after logic synthesis is 47. The count of placed standard cells including taps is 132.

The number of top-level design ports is 38. The number of synthesis warnings came out at 0. The violation tally from detailed-route iteration zero is 17. The analysis attributes to cell leakage a power of 0.461 nW.

The hold-critical path depth is 4. The via count came out at 573. According to the timing report, the data required time at the worst endpoint equals 0.88 ns.

The wire length of the first global-routing pass is 3130 um. The count of port buffers added during placement came out at 38. The final period demand of the worst path came out at 1.41 ns. The most frequent standard cell in the layout excluding fill and tap cells is buf_2. The relative slew slack is 0.823. The flip-flop and latch count is 0. The most used cell along the critical path is buf_6.

The chip area estimate from yosys synthesis is 230 um2. In the final report, the number of endpoints failing setup comes to 32. The clock buffer count in the final layout is 0.

The global router's overall resource usage is 0.0587. The synthesized cell area is 230 um2. The ratio of total power to cell area came out at 237 nW/um2. The run finished, with violations left. The number of global-route vias before repair came out at 567. The total antenna diodes in the routed design is 0. The post-synthesis area per instance came out at 4.90 um2. The number of antenna violations at the first check in global routing is 0. The path with the worst hold slack has its endpoint at reg_out[24]. The final critical-path share of the clock period is 1.28. Prior to clock tree synthesis, the placed netlist has a worst setup slack of -0.974 ns. The die area came out at 6400 um2.

The signal arrival time at the worst endpoint came out at 1.19 ns. Fill cells in the final layout number 354. The yosys stat cell total came out at 47.

Per the post-route antenna check, the number of violating nets is 0. The detailed placement HPWL came out at 1400 um. Of the cells placed in the final design, the portion with a size suffix greater than 1 is 0.902. The final timing report gives a worst setup slack of -0.313 ns. The peak per-stage delay on the critical path is 0.56 ns. The post-synthesis sequential area ratio came out at 0. The area growth from synthesis to layout came out at 321%.

The worst setup path is captured at an output port. The type of origin of the critical path is an input port. The placement row count came out at 21.

Endpoints failing hold in the final report were tallied at 0. The area share of the largest cell type after synthesis is 0.522. The worst slack on hold paths came out at 0.811 ns.

The worst setup path is of the in -> out kind. For this configuration, the core starts out at a cell density of 0.0674. The number of different library cells in the post-synthesis netlist came out at 9. The library cells used most frequently in the layout, excluding fill and tap cells, are buf_2 (30), nor2_2 (20), buf_6 (20).

Across the whole layout, storage elements account for 0 um2. Max-slew check failures listed in the final report amount to 0. Entering global routing, the biggest net connects 9 pins.
[Yosys cell counts (all sizes together)]
cell type and n:
clkbuf 3, nand2 1, nand2b 2, nand4 1, nand4b 3, nand4bb 3, nor2 32, or2 1
or4b 1
[power by group]
group	internal [mW]	leakage (nW)	switching (mW)	total (mW)
Combinational	0.134	0.461	0.0966	0.230
Sequential	0	0	0	0
Clock	0	0	0	0
Total	0.134	0.461	0.0966	0.230
[cell type report]
type / instances / area [um2] / area share
multi-input combinational: 44 / 379 / 0.391
timing repair buffer: 68 / 533 / 0.550
tap: 46 / 57.6 / 0.0594
[worst max-delay path: cells and delay by family]
| kind | cells | cell delay [ns] |
|---|---|---|
| buffers and inverters | 3 | 0.35 |
| AND/OR/NAND/NOR | 2 | 0.62 |
[how the worst max path moves through the flow]
stage,start,end,slack [ns],cells past startpoint
4_1_cts,reg_in[3],reg_out[1],-0.32,5
5_1_grt,reg_in[2],reg_out[3],-0.35,5
6_report,reg_in[2],reg_out[3],-0.31,5
[per-stage QoR]
| step | utilization | power (mW) | instance area [um2] | setup TNS (ns) |
|---|---|---|---|---|
| after CTS | 0.269 | 0.215 | 920 | -4.23 |
| after detailed placement | 0.201 | 0.113 | 687 | -26.40 |
| final | 0.284 | 0.230 | 970 | -3.75 |
| after floorplan | - | 0.0357 | 230 | 0 |
| after global placement | 0.201 | 0.111 | 687 | -25.84 |
| after global routing | 0.284 | 0.245 | 970 | -5.22 |
[cell families after synthesis]
logic type             synth area share
AND/OR/NAND/NOR                   0.951
buffers and inverters            0.0489
[metal layers]
| layer | track usage | part of all wire | vias to the layer above |
|---|---|---|---|
| met3 | 0.0102 | 0.074 | 0 |
| li1 | - | - | 287 |
| met2 | 0.111 | 0.51 | 16 |
| met4 | 0 | 0 | 0 |
| met1 | 0.0707 | 0.41 | 270 |
| met5 | 0 | 0 | - |
[timing repair]
item                                    CTS  global route
buffers inserted                         27             0
gates resized                           165            21
endpoints found under the setup margin   32            32
hold buffers                              0             0
endpoints found under the hold margin     0             0
pin swaps                                39            30
Power figures rest on the tool's default switching activity, not on a simulated workload.
