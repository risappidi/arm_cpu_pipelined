File: design/flow/design.v
module D_FF (q, d, reset, clk);
	output reg q;
	input d, reset, clk;
	always_ff @(posedge clk)
	if (reset)
		q <= 0;  
	else
		q <= d;  
endmodule
`timescale 1ps/1ps
module register #(parameter N=64)(input logic [N-1:0] wd,
											 input logic clk, we, rst,
											 output logic [N-1:0] rd);
	genvar i;
	generate
		for(i=0;i<N;i++) begin : register_logic
			logic d_cur;
			logic we_inv;
			logic a0_out, a1_out;
			not #(50) n0(we_inv, we);
			and #(50) a0(a0_out, we, wd[i]);
			and #(50) a1(a1_out, we_inv, rd[i]);
			or #(50) o1(d_cur, a0_out, a1_out);
			D_FF u_dff(.q(rd[i]), .d(d_cur), .reset(rst), .clk(clk));
		end
	endgenerate
endmodule
File: design/flow/run.sh
#!/bin/bash
# OpenROAD 26Q1-2900-gdf79404cd8, Yosys 0.63+post, stock flow scripts
make -C /OpenROAD-flow-scripts/flow DESIGN_CONFIG=/design/flow/config.mk WORK_HOME=/design/flow/orfs finish
File: design/flow/config.mk
export PLATFORM = sky130hd
export DESIGN_NAME = register
export DESIGN_NICKNAME = register
export VERILOG_FILES = /design/flow/design.v
export SDC_FILE = /design/flow/constraint.sdc
export NUM_CORES = 4
export LEC_CHECK = 1
export CORE_UTILIZATION = 30
File: design/flow/constraint.sdc
current_design register

set clk_period 1.0
set clk_io_pct 0.2

create_clock -name clk0 -period $clk_period [get_ports {clk}]

set non_clock_inputs [all_inputs -no_clocks]
set_input_delay [expr $clk_period * $clk_io_pct] -clock clk0 $non_clock_inputs
set_output_delay [expr $clk_period * $clk_io_pct] -clock clk0 [all_outputs]
==> results.yml <==
# flow metrics
status:
  status: "finished clean"
worst_setup_path:
  crit_chain: "buf_2"
  start_kind: "register"
  crit_family: "flip-flops"
  path_buffers: 1
  crit_path_max_incr_delay_ns: 0.32
  cp_data_arrival_time_ns: 0.76
  cp_max_fo: 2
  criticalPathCategory: "register to output pin"
  cp.required_ns: 0.80
  worstSetupEndpointType: "output pin"
  slowest_stage: "dfxtp_2"
power:
  p_leak_uw: 0.001778
  ir_worst_vdd_v: 0.0007228
  pwr_density_cell_nw_per_um2: 1582
  finalPower_uw: 5766
timing:
  maxSlewViolCount: 0
  setup_violations: 0
  fin_worst_skew_ns: 0
  finalHoldViolCount: 0
  rsz0062_at_grt: "true"
  timing.final.crit_period_ns: 0.9613
  fmax_mhz: 1040
  relSlewSlack_pct: 85.18
  period_used_pct: 96.13
  worst_slew_pin_slew_ns: 0.2223
  totalNegativeSetupSlack_ns: 0
  worst_slack_ns: 0.03872
clock_network:
  cts_tree: "built"
  cts_buffers: 9
  hold_buffers: 0
  htree_levels: 3
  cts-root-buf: "clkbuf_8"
  cts_buffer_depth: 2
  cts.clk_slew.worst_paths_ns: 0.07
  clkLatencyLatePin_ns: 0.33
  post_cts_buffers: 0
  cts_sinks: 64
floorplanning:
  core_um2: 8848
  num_rows: 34
  fp_util_pct: 31.32
  die_x_um: 98.12
  die_h_um: 98.12
  chipArea_um2: 9627
  io_pins: 131
global_route:
  grt_max_degree: 44
  antenna_found_initial: 0
  grt_pass1_wl_mm: 8.894
  gr-total-overflow: 0
  first_global_vias: 1840
  grtUsageTotal_pct: 11.63
synthesis:
  synth_top_area_share_pct: 46.23
  synth.area.top_cells: "dfxtp_1, mux2i_1, buf_4, nor2_1, buf_8"
  synth_cell_type_count: 8
  ys.flops: 64
  ys_seq_share_pct: 46.23
  avgSynthCellArea_um2: 10.26
  syn_area_um2: 2771
  yosys_cells: 270
  synth_area_leader_cell: "dfxtp_1"
  yosys_warnings: 1
  netlist_instances: 270
  ys_area_um2: 2771
placed_design:
  dpl.hpwl_mm: 3.732
  portBuffers: 130
  place.gp.congestion: 0.6653
  post_dp_cell_area_um2: 3686
  pre_cts_ws_ns: 0.008242
cells_and_area:
  drive_gt1_share_pct: 43.60
  regArea_um2: 1361
  area_delta_synth_final_pct: 31.51
  layout_top_cell: "buf_2"
  final-comb-area_um2: 880.8
  nFillCells: 873
  mostFrequentLayoutCells: "buf_2, mux2i_1, nor2_1, dfxtp_2, clkdlybuf4s50_1"
  finalInstanceArea_um2: 3645
  fin_util_pct: 41.19
drt:
  drt_pass1_iterations: 23
  initialDrtViolationCount: 38
  post_drt_wl_per_cell_um: 11.96
  viasPerCell: 4.044
  wl_mm: 5.405
  insertedDiodeCount: 0
  num_vias: 1828
  final_antenna_net_count: 0
  drc: 0
min_path:
  hold_path_class: "input port to register"
job:
  openroad.warnings: 26
  cap_violations: 0
## kinds of logic after synthesis
family	Yosys count	share of synthesized area, %
simple gates	64	8.668
buf+inv	78	21.99
mux	64	23.11
flops	64	46.23
## through the flow
step           hold WS (ns)  cells
5_1_grt              0.3023    452
3_5_place_dp         0.4804    436
2_1_floorplan        0.3472    270
3_3_place_gp         0.4726    436
4_1_cts              0.2957    452
6_report             0.3134    452
## power by group
group          switching (µW)  internal [µW]
clock network             946           1280
registers                64.4           2730
logic                     246            497
total                    1260           4510
## metal layers
metal,GRT usage (%),vias up,wire length (µm),part of all wire [%]
met3,3.852,9,558,10
met4,2.214,0,85,1.6
met2,16.68,91,2205,41
met5,0,-,0,0
met1,17.49,785,2555,47
li1,-,943,-,-
## cells in the mapped netlist
master and n:
buf_8 6, clkbuf_2 1, buf_4 64, buf_1 6, mux2i_1 64, buf_6 1, nor2_1 64, dfxtp_1 64
## final cells by class
type | count | share of cell area, %
Multi-Input combinational cell | 128 | 24.17
Sequential cell | 64 | 37.35
Clock buffer | 13 | 4.360
Tap cell | 108 | 3.708
Timing Repair Buffer | 136 | 29.32
Clock inverter | 3 | 1.099
## repair_timing
item | CTS | global route
resized | 256 | 0
endpoints found under the setup margin | 64 | 23
hold endpoints to repair | 0 | 0
## final timing paths
kind	startpoint	end	slack, ns	depth (start not counted)
worst max-delay path	register	rd[41]	0.04	1
worst min-delay path	rst	register	0.31	3
worst max register to register	register	register	0.38	2
worst min register to register	register	register	0.48	2
Power and IR drop assume default switching activity.
